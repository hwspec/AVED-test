`config.mk`:
```
export PLATFORM = sky130hd
export DESIGN_NAME = Queue4_UInt32
export DESIGN_NICKNAME = Queue4_UInt32
export VERILOG_FILES = /design/flow/design.v
export SDC_FILE = /design/flow/constraint.sdc
export NUM_CORES = 4
export LEC_CHECK = 1
export CORE_UTILIZATION = 30
```
`constraint.sdc`:
```
current_design Queue4_UInt32

set clk_period 7.4
set clk_io_pct 0.2

create_clock -name clk0 -period $clk_period [get_ports {clock}]

set non_clock_inputs [all_inputs -no_clocks]
set_input_delay [expr $clk_period * $clk_io_pct] -clock clk0 $non_clock_inputs
set_output_delay [expr $clk_period * $clk_io_pct] -clock clk0 [all_outputs]
```
`design.v`:
```
module Queue4_UInt32(	 
  input         clock,	 
                reset,	 
  output        io_enq_ready,	 
  input         io_enq_valid,	 
  input  [31:0] io_enq_bits,	 
  input         io_deq_ready,	 
  output        io_deq_valid,	 
  output [31:0] io_deq_bits	 
);
  reg  [1:0] enq_ptr_value;	 
  reg  [1:0] deq_ptr_value;	 
  reg        maybe_full;	 
  wire       ptr_match = enq_ptr_value == deq_ptr_value;	 
  wire       empty = ptr_match & ~maybe_full;	 
  wire       full = ptr_match & maybe_full;	 
  wire       do_enq = ~full & io_enq_valid;	 
  wire       do_deq = io_deq_ready & ~empty;	 
  always @(posedge clock) begin	 
    if (reset) begin	 
      enq_ptr_value <= 2'h0;	 
      deq_ptr_value <= 2'h0;	 
      maybe_full <= 1'h0;	 
    end
    else begin	 
      if (do_enq)	 
        enq_ptr_value <= enq_ptr_value + 2'h1;	 
      if (do_deq)	 
        deq_ptr_value <= deq_ptr_value + 2'h1;	 
      if (do_enq != do_deq)	 
        maybe_full <= do_enq;	 
    end
  end  
  ram_4x32 ram_ext (	 
    .R0_addr (deq_ptr_value),	 
    .R0_en   (1'h1),	 
    .R0_clk  (clock),
    .R0_data (io_deq_bits),
    .W0_addr (enq_ptr_value),	 
    .W0_en   (do_enq),	 
    .W0_clk  (clock),
    .W0_data (io_enq_bits)
  );	 
  assign io_enq_ready = ~full;	 
  assign io_deq_valid = ~empty;	 
endmodule
module ram_4x32(	 
  input  [1:0]  R0_addr,
  input         R0_en,
                R0_clk,
  output [31:0] R0_data,
  input  [1:0]  W0_addr,
  input         W0_en,
                W0_clk,
  input  [31:0] W0_data
);
  reg [31:0] Memory[0:3];	 
  always @(posedge W0_clk) begin	 
    if (W0_en)	 
      Memory[W0_addr] <= W0_data;	 
  end  
  assign R0_data = R0_en ? Memory[R0_addr] : 32'bx;	 
endmodule
```
`run.sh`:
```
#!/bin/bash
# OpenROAD 26Q1-2900-gdf79404cd8, Yosys 0.63+post, stock flow scripts
make -C /OpenROAD-flow-scripts/flow DESIGN_CONFIG=/design/flow/config.mk WORK_HOME=/design/flow/orfs finish
```
==> impl_metrics.ini <==
; physical design summary
[global_route]
grt_pass1_vias = 2649
grt-ovfl-total = 0
gr-usage-all-layers = 0.116
antenna_found_initial = 0
grt_max_degree = 21
grt_pass1_wl_mm = 14.3

[final_layout]
syn2layout_area_growth_pct = 27.8
layout-drive-gt1-share = 0.241
finalInstanceArea_mm2 = 0.00668
fillerInstances = 1517
comb_area_mm2 = 0.00110
register_area_mm2 = 0.00399

[final_timing]
setup_viol = 0
tns_ps = 0
skew_ps = 4.96
fmax_mhz = 251
relSlewSlack = 0.673
drv_slew = 0
finalClockPeriodUsage = 0.539
period_minus_slack_ps = 3990
finalWorstSetupSlack_ps = 3410
tightestPinTransition_ps = 490
hold_violations = 0
rsz0062_at_grt = no

[critical_path]
cp_top_family = buffers and inverters
worst-path-stages = 3
criticalPathCategory = reg -> out
r2r_slack_ps = 5050
arrival_ps = 2510
ff2ff_path_depth = 4
setup.worst_path.start_class = register
rr_startpoint = enq_ptr_value[0]
cp_cell_sequence = buf_4, mux4_2, clkdlybuf4s50_1
required_ps = 5920
max_stage_delay_ps = 610
slowest_stage = dfxtp_2
cp_max_fo = 20
reg2reg_to = ram_ext.Memory[2][20]
crit_path_end_kind = output pin
timing.critical_path.to = io_deq_bits[21]
worst-path-buf-inv = 2

[cts]
cts_setup_buffers = 0
clk_latency_ps = 410
cts-resized-gates = 0
ctsLongestPathBuffers = 2
clk_pin_slew_ps = 50
clock-sinks = 135
ctsHoldBuffers = 0
cts_buffers = 17
cts_htree_levels = 4
cts_tree = yes
root_buffer = clkbuf_16

[route]
drt_iter0_drc = 157
drcViolationCount = 0
diodes = 0
ant_nets = 0
first_pass_iters = 4
routed_wl_mm = 9.13
vias = 2454
wl_per_cell_um = 16.8
viasPerCell = 4.52

[place]
preCtsSetupSlack_ps = 3640
dpl_cell_area_mm2 = 0.00611
port_buffers = 69
hpwl_mm = 5.54
gp_congestion = 0.764

[power]
power.leakage_nw = 2.11
ir_worst_vdd_uv = 157
power.density_mw_per_mm2 = 354

[synth]
synth_area_per_cell_um2 = 22.7
ys_async_sr_fraction = 0
ys_seq_share = 0.763
yosysUniqueCellTypes = 32
synth_warnings = 2
ff_type = edfxtp_1
yosys.area.top_type = edfxtp_1
ys_top_cells_by_area = edfxtp_1 74%, mux4_2 13%, dfxtp_1 2.7%, buf_12 1.1%, mux4_1 1.0%
syn_inst = 230
ys_cells = 230
edf_count = 128
ys.flops = 135
yosys_area_mm2 = 0.00522
syn_area_mm2 = 0.00522
synth_top_area_share = 0.736

[floorplan]
fp_util = 0.311
die_area_mm2 = 0.0179
die_w_um = 134
boundaryPins = 70
coreArea_mm2 = 0.0168
die_h_um = 134
rows = 47

[worst_hold_path]
hold_path.startpoint = maybe_full
holdPathStages = 2
hold_path_class = reg -> reg

[flow_run]
cap_viol_max_count = 0
warnings = 28

[outcome]
outcome = complete, no violations
-- worst register-to-register path, delay by kind of cell, from the launching register on --
family,cells,cell delay (ps)
AND-OR/OR-AND,1,330
flip-flops,1,600
buffers and inverters,1,390
AND/OR/NAND/NOR,1,520
XOR/XNOR,1,180
-- synth_stat cells (all sizes together), types with 3 or more instances --
cell type  number
mux4           32
buf            13
inv             4
nor3b           4
nand4           3
and2            4
ha              4
nand3           3
dfxtp           7
a31oi           5
edfxtp        128
-- through the flow --
stage	utilization	hold WS (ps)	instances	power (W)
2_1_floorplan	-	607	230	0.00134
3_3_place_gp	0.363	615	511	0.00161
3_5_place_dp	0.363	627	511	0.00161
4_1_cts	0.397	635	543	0.00241
5_1_grt	0.397	681	543	0.00249
6_report	0.397	634	543	0.00236
-- cell type report --
type	count	share of cell area
inverters	4	0.00225
flip-flops and latches	135	0.597
well taps	220	0.0412
clock buffers	18	0.0643
clock inverters	14	0.0202
multi-input cells	77	0.165
repair buffers	75	0.110
-- placed cells by master, fill, tap and decap left out, types with 4 or more instances in the layout --
cell | Yosys | routed
edfxtp_1 | 128 | 128
clkdlybuf4s50_1 | 0 | 69
mux4_2 | 30 | 30
clkbuf_16 | 0 | 17
clkinvlp_4 | 0 | 7
buf_4 | 4 | 6
a31oi_1 | 5 | 5
dfxtp_1 | 7 | 5
inv_1 | 4 | 4
and2_2 | 0 | 4
nor3b_1 | 4 | 4
ha_1 | 4 | 4
-- state kept, by name (all words and copies together), names as in the netlist, named ones only --
register        flops
ram_ext.Memory    128
maybe_full          1
deq_ptr_value       2
enq_ptr_value       2
-- report_power, final --
| part | total, W | internal (W) | switching, W |
|---|---|---|---|
| Combinational | 0.000538 | 0.000334 | 0.000205 |
| Sequential | 0.00104 | 0.000973 | 0.0000648 |
| Clock | 0.000786 | 0.000490 | 0.000297 |
-- worst min path at each step --
stage | end | slack (ps)
4_1_cts | enq_ptr_value[0] | 640
5_1_grt | enq_ptr_value[1] | 680
6_report | enq_ptr_value[0] | 630
-- kinds of logic after synthesis --
logic type      after synthesis  share of synthesized area
buf+inv                      18                     0.0278
mux                          32                      0.139
fa+ha+maj                     4                    0.00958
compound gates               14                     0.0208
flops                       135                      0.763
xor+xnor                      4                     0.0125
simple gates                 23                     0.0273
-- metal layers --
layer / vias up / part of all wire / wire length (um) / GRT usage
li1: 1122 / - / - / -
met1: 1205 / 0.41 / 3770 / 0.168
met2: 115 / 0.46 / 4230 / 0.165
met3: 12 / 0.11 / 974 / 0.0660
met4: 0 / 0.016 / 149 / 0.0170
met5: - / 0 / 0 / 0
Power is estimated from default activity; no workload was simulated.
