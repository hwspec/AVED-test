==> flow/design.v <==
module AxiLiteMem32Test(	 
  input         clock,	 
                reset,	 
  input  [23:0] io_axi_awaddr,	 
  input         io_axi_awvalid,	 
  output        io_axi_awready,	 
  input  [31:0] io_axi_wdata,	 
  input  [3:0]  io_axi_wstrb,	 
  input         io_axi_wvalid,	 
  output        io_axi_wready,	 
  output [1:0]  io_axi_bresp,	 
  output        io_axi_bvalid,	 
  input         io_axi_bready,	 
  input  [23:0] io_axi_araddr,	 
  input         io_axi_arvalid,	 
  output        io_axi_arready,	 
  output [31:0] io_axi_rdata,	 
  output [1:0]  io_axi_rresp,	 
  output        io_axi_rvalid,	 
  input         io_axi_rready	 
);
  wire [31:0] _mem_ext_R0_data;	 
  reg         awHoldValid;	 
  reg  [23:0] awHoldAddr;	 
  reg         wHoldValid;	 
  reg  [31:0] wHoldData;	 
  reg  [3:0]  wHoldStrb;	 
  reg         bvalid;	 
  wire        io_axi_awready_0 = ~awHoldValid & ~bvalid;	 
  wire        io_axi_wready_0 = ~wHoldValid & ~bvalid;	 
  wire        doWrite = awHoldValid & wHoldValid & ~bvalid;	 
  reg         rvalid;	 
  reg  [31:0] rdata;	 
  wire        arFire = io_axi_arvalid & ~rvalid;	 
  reg         rvalidPipe;	 
  reg  [31:0] memReadData;	 
  wire        awFire = io_axi_awvalid & io_axi_awready_0;	 
  wire        wFire = io_axi_wvalid & io_axi_wready_0;	 
  wire        rFire = rvalid & io_axi_rready;	 
  always @(posedge clock) begin	 
    if (reset) begin	 
      awHoldValid <= 1'h0;	 
      wHoldValid <= 1'h0;	 
      bvalid <= 1'h0;	 
      rvalid <= 1'h0;	 
      rvalidPipe <= 1'h0;	 
    end
    else begin	 
      awHoldValid <= ~doWrite & (awFire | awHoldValid);	 
      wHoldValid <= ~doWrite & (wFire | wHoldValid);	 
      bvalid <= ~(bvalid & io_axi_bready) & (doWrite | bvalid);	 
      rvalid <= ~rFire & (rvalidPipe | rvalid);	 
      rvalidPipe <= arFire;	 
    end
    if (awFire)	 
      awHoldAddr <= io_axi_awaddr;	 
    if (wFire) begin	 
      wHoldData <= io_axi_wdata;	 
      wHoldStrb <= io_axi_wstrb;	 
    end
    if (rFire | ~rvalidPipe) begin	 
    end
    else	 
      rdata <= memReadData;	 
    memReadData <= _mem_ext_R0_data;	 
  end  
  mem_128x32 mem_ext (	 
    .R0_addr (io_axi_araddr[8:2]),	 
    .R0_en   (arFire),	 
    .R0_clk  (clock),
    .R0_data (_mem_ext_R0_data),
    .W0_addr (awHoldAddr[8:2]),	 
    .W0_en   (doWrite),	 
    .W0_clk  (clock),
    .W0_data (wHoldData),	 
    .W0_mask (wHoldStrb)	 
  );	 
  assign io_axi_awready = io_axi_awready_0;	 
  assign io_axi_wready = io_axi_wready_0;	 
  assign io_axi_bresp = 2'h0;	 
  assign io_axi_bvalid = bvalid;	 
  assign io_axi_arready = ~rvalid;	 
  assign io_axi_rdata = rdata;	 
  assign io_axi_rresp = 2'h0;	 
  assign io_axi_rvalid = rvalid;	 
endmodule
module mem_128x32(	 
  input  [6:0]  R0_addr,
  input         R0_en,
                R0_clk,
  output [31:0] R0_data,
  input  [6:0]  W0_addr,
  input         W0_en,
                W0_clk,
  input  [31:0] W0_data,
  input  [3:0]  W0_mask
);
  reg [31:0] Memory[0:127];	 
  reg        _R0_en_d0;	 
  reg [6:0]  _R0_addr_d0;	 
  always @(posedge R0_clk) begin	 
    _R0_en_d0 <= R0_en;	 
    _R0_addr_d0 <= R0_addr;	 
  end  
  always @(posedge W0_clk) begin	 
    if (W0_en & W0_mask[0])	 
      Memory[W0_addr][32'h0 +: 8] <= W0_data[7:0];	 
    if (W0_en & W0_mask[1])	 
      Memory[W0_addr][32'h8 +: 8] <= W0_data[15:8];	 
    if (W0_en & W0_mask[2])	 
      Memory[W0_addr][32'h10 +: 8] <= W0_data[23:16];	 
    if (W0_en & W0_mask[3])	 
      Memory[W0_addr][32'h18 +: 8] <= W0_data[31:24];	 
  end  
  assign R0_data = _R0_en_d0 ? Memory[_R0_addr_d0] : 32'bx;	 
endmodule
==> flow/run.sh <==
#!/bin/bash
# OpenROAD 26Q1-2900-gdf79404cd8, Yosys 0.63+post, stock flow scripts
make -C /OpenROAD-flow-scripts/flow DESIGN_CONFIG=/design/flow/config.mk WORK_HOME=/design/flow/orfs finish
==> flow/config.mk <==
export PLATFORM = sky130hd
export DESIGN_NAME = AxiLiteMem32Test
export DESIGN_NICKNAME = AxiLiteMem32Test
export VERILOG_FILES = /design/flow/design.v
export SDC_FILE = /design/flow/constraint.sdc
export NUM_CORES = 4
export LEC_CHECK = 1
export CORE_UTILIZATION = 50
==> flow/constraint.sdc <==
current_design AxiLiteMem32Test

set clk_period 71.8
set clk_io_pct 0.2

create_clock -name clk0 -period $clk_period [get_ports {clock}]

set non_clock_inputs [all_inputs -no_clocks]
set_input_delay [expr $clk_period * $clk_io_pct] -clock clk0 $non_clock_inputs
set_output_delay [expr $clk_period * $clk_io_pct] -clock clk0 [all_outputs]
==> GITHUB_STEP_SUMMARY <==
### Flow metrics

| Metric | Value |
|---|---|
| Outcome | `complete, no violations` |
| Final slew viol count | `0` |
| Worst-path clk slew | `0.06 ns` |
| Max clock buf depth | `4` |
| Chip Area, Yosys | `0.161 sq mm` |
| First-pass detailed-route iteration total | `6` |
| Flip-flops with a built-in enable | `4171` |
| Ratio of cells with drive above 1 in the final layout | `31.0%` |
| CP Capture Type | `primary output` |
| Cells after Synth | `6665` |
| Highest clock rate | `61.4 MHz` |
| Post-CTS Setup Bufs | `0` |
| CP Launch Type | `flip-flop` |
| Synth Cell Area | `0.161 sq mm` |
| Total global routing overflow | `0` |
| VDD IR max | `0.0239 mV` |
| Final Non-Filler Cells | `11871` |
| Root Buffer | `clkbuf_16` |
| Syn_area_per_cell | `24.2 sq um` |
| Crit path arrival time | `1.91 ns` |
| Fp_density | `50.4%` |
| Layout filler cell count | `22505` |
| Final setup violation count | `0` |
| WL/cell | `34.4 microns` |
| Cycle use final | `22.7%` |
| Layout area overhead | `13.4%` |
| Core Footprint | `0.319 sq mm` |
| Most numerous logic cell after layout | `edfxtp_1` |
| Worst-case reg-to-reg path depth | `9` |
| Die Y | `569 microns` |
| PD cells | `28.3 mW/mm^2` |
| Clock skew | `0.0330 ns` |
| GRT Overall Usage | `29.5%` |
| Clock latency on the worst-skew pair | `0.96 ns` |
| Vias per cell | `6.06` |
| Width of the chip | `569 microns` |
| Fin. Hold Viols | `0` |
| DP Area | `0.168 sq mm` |
| Fin crit period | `16.27 ns` |
| Critical path class | `flip-flop to primary output` |
| Initial DRC count | `5128` |
| Crit path DRT | `57.44 ns` |
| I/O Pins | `132` |
| Synthesized registers | `4215` |
| Clk sink count | `4215` |
| Pwr Total | `5.17 mW` |
| Final wirelength | `408000 microns` |
| RSZ-0062 raised after global routing | `no` |
| Number of global-route vias before repair | `80413` |
| Setup_tns | `0 ns` |
| Worst slew pin tran | `1.16 ns` |
| Ys Warns | `2` |
| Fin area | `0.183 sq mm` |
| Vias | `71967` |
| Unique cell types | `22` |
| Ys async rst share | `0%` |
| Register share after synthesis | `78.4%` |
| Slew margin rel. | `22.3%` |
| CTS tree | `built` |
| Tool warnings | `80` |
| Total die size | `0.324 sq mm` |
| Commonest cells after routing, fill and taps aside | `edfxtp_1, mux4_2, nor2_1, clkbuf_16, buf_4` |
| DRT antenna net count | `0` |
| HPWL after DPL | `263000 microns` |
| Hold Path Depth | `0` |
| Largest net degree at the start of global routing | `129` |
| First-pass GRT wire length | `584000 microns` |
| Post-CTS Resized | `0` |
| CTS buffer count | `425` |
| H-tree depth | `5` |
| Number of port buffers | `93` |
| Worst hold path class | `flip-flop to flip-flop` |
| Maxcap violations | `0` |
| Initial antenna violation count | `39` |
| Cells after DPL | `10999` |
| Crit Path Max Fanout | `5` |
| # Cells Yosys | `6665` |
| Hold Buf Count CTS | `0` |
| FP Rows | `207` |
| Leakage | `55.8 nW` |
| GP Congestion | `0.888` |
| DRC errors left | `0` |
| Main flop type | `edfxtp_1` |
## Yosys cell counts, types with 2 or more instances
cell type / number / area [sq um]
edfxtp_1: 4171 / 125000
mux4_2: 1344 / 30300
nor2_1: 529 / 1990
clkbuf_1: 240 / 901
nand2_1: 137 / 514
buf_1: 66 / 248
buf_2: 61 / 305
dfxtp_1: 44 / 881
mux2_2: 32 / 360
buf_4: 8 / 60.1
nor3_1: 8 / 40.0
a21oi_1: 4 / 20.0
nand2b_1: 4 / 25.0
nor3b_1: 4 / 30.0
inv_1: 3 / 11.3
and2_1: 2 / 12.5
and3_1: 2 / 12.5
buf_6: 2 / 22.5
## routing by layer
| metal | vias to the layer above | share of wire (%) | wire, microns | track usage [%] |
|---|---|---|---|---|
| li1 | 29521 | - | - | - |
| met1 | 37039 | 30 | 123000 | 38.2 |
| met2 | 4704 | 47 | 192000 | 40.7 |
| met3 | 641 | 18 | 75400 | 23.3 |
| met4 | 62 | 4.0 | 16200 | 9.03 |
| met5 | - | 0.36 | 1470 | 2.95 |
## kinds of logic (layout without fill, tap and decap cells)
logic type / count (synthesis) / in the layout / share of synthesized area (%)
compound gates: 5 / 5 / 0.0171
buf+inv: 380 / 1219 / 0.961
flops: 4215 / 4215 / 78.4
mux: 1376 / 1376 / 19.0
other cells: 1 / 84 / 0.00233
simple gates: 688 / 688 / 1.64
## path summary, 6_finish.rpt
| path | start | to | slack [ns] |
|---|---|---|---|
| worst max-delay path | bvalid | io_axi_awready | 55.53 |
| worst min-delay path | memReadData[22] | rdata[22] | 0.40 |
| worst max register to register | mem_ext._R0_addr_d0[2] | memReadData[19] | 65.36 |
| worst min register to register | memReadData[22] | rdata[22] | 0.40 |
## registers in the layout, indices dropped and copies added (netlist names)
signal,count
mem_ext.Memory,4096
rvalid,1
wHoldStrb,4
memReadData,32
wHoldData,32
awHoldValid,1
rvalidPipe,1
bvalid,1
rdata,32
wHoldValid,1
mem_ext._R0_addr_d0,7
awHoldAddr,7
## critical path: stages, from the launching register on
cell,delay (ns)
dfxtp_1,0.35
nor2_1,0.14
clkdlybuf4s50_1,0.48
## power by group
part,total (mW),internal [mW],switching [mW]
Combinational,0.248,0.0957,0.152
Clock,2.19,1.27,0.916
Sequential,2.73,2.72,0.0102
## cell type report
| class | instances | area [sq um] | area share, % |
|---|---|---|---|
| Inverter | 3 | 11.3 | 0.00617 |
| Antenna cell | 80 | 200 | 0.110 |
| Sequential cell | 4215 | 126000 | 69.1 |
| Tap cell | 4284 | 5360 | 2.94 |
| Multi-Input combinational cell | 2073 | 33400 | 18.3 |
| Clock buffer | 542 | 11400 | 6.22 |
| Clock inverter | 250 | 2510 | 1.37 |
| Timing Repair Buffer | 424 | 3570 | 1.95 |
## metrics by stage
| stage | hold slack (ns) | setup WS (ns) | utilization (%) |
|---|---|---|---|
| 5_1_grt | 0.407 | 55.41 | 57.2 |
| 3_3_place_gp | 0.394 | 55.86 | 52.8 |
| 3_5_place_dp | 0.389 | 55.84 | 52.8 |
| 6_report | 0.399 | 55.53 | 57.2 |
| 4_1_cts | 0.403 | 55.42 | 57.1 |
| 2_1_floorplan | 0.386 | 54.62 | - |
No activity file was given, so power comes from the tool's default toggle rates.
