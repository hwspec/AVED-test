--- ./run.sh ---
#!/bin/bash
# OpenROAD 26Q1-2900-gdf79404cd8, Yosys 0.63+post, stock flow scripts
make -C /OpenROAD-flow-scripts/flow DESIGN_CONFIG=/design/flow/config.mk WORK_HOME=/design/flow/orfs finish
--- ./config.mk ---
export PLATFORM = sky130hd
export DESIGN_NAME = mem_2x32
export DESIGN_NICKNAME = mem_2x32
export VERILOG_FILES = /design/flow/design.v
export SDC_FILE = /design/flow/constraint.sdc
export NUM_CORES = 4
export LEC_CHECK = 1
export CORE_UTILIZATION = 30
--- ./constraint.sdc ---
current_design mem_2x32

set clk_period 2.6
set clk_io_pct 0.2

create_clock -name clk0 -period $clk_period [get_ports {R0_clk}]
create_clock -name clk1 -period $clk_period [get_ports {W0_clk}]

set non_clock_inputs [all_inputs -no_clocks]
set_input_delay [expr $clk_period * $clk_io_pct] -clock clk0 $non_clock_inputs
set_output_delay [expr $clk_period * $clk_io_pct] -clock clk0 [all_outputs]
--- ./design.v ---
module mem_2x32(	 
  input         R0_addr,
                R0_en,
                R0_clk,
  output [31:0] R0_data,
  input         W0_addr,
                W0_en,
                W0_clk,
  input  [31:0] W0_data
);
  reg [31:0] Memory[0:1];	 
  reg        _R0_en_d0;	 
  reg        _R0_addr_d0;	 
  always @(posedge R0_clk) begin	 
    _R0_en_d0 <= R0_en;	 
    _R0_addr_d0 <= R0_addr;	 
  end  
  always @(posedge W0_clk) begin	 
    if (W0_en)	 
      Memory[W0_addr] <= W0_data;	 
  end  
  assign R0_data = _R0_en_d0 ? Memory[_R0_addr_d0] : 32'bx;	 
endmodule
==> summary.rpt <==
==== FLOW RESULTS ====
----------------------------------------------------
[Synthesis]
  Number of distinct library cells after synthesis ........................ 8
  Average footprint of a synthesized cell ........................ 24.3 µm²
  Number of cells in the yosys synthesis report ........................ 103
  Cells after Synth ........................ 103
  Top cell type's share of synthesized area ........................ 76.9%
  Cell accounting for the most synthesized area ........................ sky130_fd_sc_hd__edfxtp_1
  Post-synth seq share ........................ 77.7%
  Leading cell types by total area after synthesis ........................ sky130_fd_sc_hd__edfxtp_1 (77%), sky130_fd_sc_hd__mux2_4 (18%), sky130_fd_sc_hd__buf_12 (2.4%)
  Tally of yosys warning messages ........................ 1
  Yosys synthesis chip area ........................ 2500 µm²
  Number of synthesized register bits ........................ 65
  Cell area after synthesis ........................ 2500 µm²

[Final timing]
  Final Max Tran Viols ........................ 0
  Final setup TNS ........................ 0 ns
  Slew HR ........................ 71.0%
  Hold violation count in the final report ........................ 0
  Slew at the pin closest to its max-slew limit ........................ 0.435 ns
  Total setup violations reported at the end of the flow ........................ 0
  RSZ-0062 raised after global routing ........................ false

[Die]
  Top-Level Pins ........................ 70
  Die extent in y ........................ 93.3 µm
  Core region area ........................ 7890 µm²
  Die width ........................ 93.3 µm
  Chip area ........................ 8700 µm²
  Starting utilization of the core area ........................ 31.7%
  Rows ........................ 32

[Critical path]
  Crit-path max FO ........................ 10
  Family with the most delay on the worst path ........................ buffers and inverters
  Crit path buf inv count ........................ 2
  Data required time of the worst path ........................ 2.08 ns
  Type of the setup path with the least slack ........................ flip-flop to primary output
  Critical Path Max Stage Delay ........................ 0.55 ns
  Slowest stage cell on the critical path ........................ sky130_fd_sc_hd__dfxtp_2
  Nature of the critical path endpoint ........................ primary output
  Startpoint class of the critical path ........................ flip-flop
  Crit path arrival time ........................ 1.57 ns
  Cells traversed along the worst timing path ........................ buf_4, mux2_4, clkdlybuf4s50_1

[Routing]
  Total DRC errors in the routed layout ........................ 0
  Total number of vias ........................ 1214
  Pre-antenna DRT Iters ........................ 3
  Ratio of routed vias to standard cells ........................ 4.22
  Drt initial violations ........................ 77
  Total detailed-routing wirelength ........................ 3.75 mm
  Residual antenna-violating net count after detailed routing ........................ 0
  Wire length per cell ........................ 13.0 µm
  Number of antenna repair diodes ........................ 0

[Power and ir drop]
  Power spent charging and discharging nets ........................ 431 µW
  Cell leakage power ........................ 0.00126 µW
  Int Power ........................ 1950 µW
  Power per cell area ........................ 683 nW/µm²
  Clock network fraction of total power ........................ 37.1%
  Combinational Power Share ........................ 10.4%
  Part of the power in registers ........................ 52.5%
  Peak VDD IR ........................ 0.240 mV
  Net switching fraction of the power ........................ 18.1%

[Clock tree]
  Number of buffers on the longest clock path ........................ 2
  Hold buffer count at CTS ........................ 0
  Clock tree from TritonCTS ........................ built
  Resized Gates After CTS ........................ 0
  Number of clock buffers inserted by TritonCTS ........................ 9
  Cell at the root of the clock tree ........................ sky130_fd_sc_hd__clkbuf_8
  Number of levels the H-tree was split into ........................ 3
  Clock edge transition at the registers on the reported setup and hold paths ........................ 0.07 ns
  Number of buffers inserted by post-CTS setup repair ........................ 0

[Global routing]
  Maximum number of pins on one net before global-route repair ........................ 33
  First-pass GRT wire length ........................ 5.87 mm
  Leftover overflow at the end of global routing ........................ 0
  Via count of the first global-routing pass ........................ 1292
  Total routing resource utilization after global routing ........................ 9.59%
  Number of antenna violations at the first check in global routing ........................ 0

[Place]
  Area of placed instances ........................ 3280 µm²
  Routability congestion estimate ........................ 0.734
  Number of input and output port buffers inserted ........................ 67

[Hold path]
  Worst Hold Class ........................ input pin to flip-flop

[Flow run]
  Number of maximum-capacitance violations ........................ 0
  Number of warning messages in the logs ........................ 28

[Final layout]
  Final Cell Area ........................ 3490 µm²
  Area growth from synthesis to final layout ........................ 39.6%
  Fraction of layout instances using a drive strength above 1 ........................ 27.4%
  Core Util, Final ........................ 44.2%

[Status]
  Result of the run ........................ complete, no violations

----------------------------------------------------
[logic make-up after synthesis]
| kind of cell | after synthesis | synth area share, % |
|---|---|---|
| flip-flops | 65 | 77.7 |
| multiplexers | 32 | 18.9 |
| AND/OR/NAND/NOR | 2 | 0.501 |
| buffers and inverters | 4 | 2.85 |
[per-layer routing]
| metal | global-route usage, % | vias up | routed length (µm) |
|---|---|---|---|
| li1 | - | 563 | - |
| met1 | 11.4 | 573 | 1460 |
| met2 | 14.7 | 73 | 1790 |
| met3 | 6.87 | 5 | 435 |
| met4 | 1.67 | 0 | 72 |
| met5 | 0 | - | 0 |
[cell usage after synthesis]
cell and number:
sky130_fd_sc_hd__edfxtp_1 64, sky130_fd_sc_hd__mux2_4 30, sky130_fd_sc_hd__buf_12 3, sky130_fd_sc_hd__mux2_2 2
sky130_fd_sc_hd__and2_1 1, sky130_fd_sc_hd__buf_6 1, sky130_fd_sc_hd__dfxtp_1 1, sky130_fd_sc_hd__nor2b_1 1
[worst paths after layout]
check | from | endpoint | slack (ns) | depth (start not counted)
min in group clk0 | R0_addr | _R0_addr_d0 | 0.97 | 1
worst max-delay path | _R0_addr_d0 | R0_data[23] | 0.51 | 3
max in group clk1 | W0_addr | Memory[1][22] | 1.01 | 3
worst min-delay path | W0_data[10] | Memory[0][10] | 0.77 | 1
[stage by stage]
stage | cells | power [µW] | setup slack [ns] | hold slack [ns]
finish | 288 | 2380 | 0.512 | 0.771
global route | 288 | 2490 | 0.426 | 0.739
global placement | 272 | 1520 | 0.497 | 0.964
detailed placement | 272 | 1530 | 0.494 | 0.976
floorplan | 103 | 1370 | 0.202 | 0.548
CTS | 288 | 2420 | 0.494 | 0.750
[power groups by stage]
stage     registers, µW  logic [µW]  clock network [µW]
4_1_cts            1250         253                 914
5_1_grt            1260         268                 968
6_report           1250         249                 884
[cell usage in the layout (no fill, tap or decap), types with 2 or more instances in the layout]
cell                              instances
sky130_fd_sc_hd__clkbuf_8                 9
sky130_fd_sc_hd__buf_4                    3
sky130_fd_sc_hd__mux2_2                   2
sky130_fd_sc_hd__edfxtp_1                64
sky130_fd_sc_hd__mux2_4                  30
sky130_fd_sc_hd__clkinv_1                 2
sky130_fd_sc_hd__clkdlybuf4s50_1         67
sky130_fd_sc_hd__bufinv_16                2
[area by class of cell]
| type | count | area (µm²) |
|---|---|---|
| clock buffer | 10 | 128 |
| clock inverter | 6 | 83.8 |
| fill | 650 | 4400 |
| multi-input combinational | 34 | 493 |
| sequential | 65 | 1940 |
| tap | 102 | 128 |
| timing repair buffer | 71 | 713 |
[flip-flops by register name (all words and copies together), names as in the netlist]
register / cells
_R0_addr_d0: 1
Memory: 64
Power and IR drop assume default switching activity.
